### flow/config.mk
export PLATFORM = sky130hd
export DESIGN_NAME = fighter
export DESIGN_NICKNAME = fighter
export VERILOG_FILES = /design/flow/design.v
export SDC_FILE = /design/flow/constraint.sdc
export NUM_CORES = 4
export LEC_CHECK = 1
export CORE_UTILIZATION = 30
### flow/constraint.sdc
current_design fighter

set clk_period 4.8
set clk_io_pct 0.2

create_clock -name clk0 -period $clk_period [get_ports {Clk}]

set non_clock_inputs [all_inputs -no_clocks]
set_input_delay [expr $clk_period * $clk_io_pct] -clock clk0 $non_clock_inputs
set_output_delay [expr $clk_period * $clk_io_pct] -clock clk0 [all_outputs]
### flow/design.v
module  fighter ( input     Clk,                 
                            Reset,               
                            frame_clk,           
                input [9:0] DrawX, DrawY,        
				input [31:0] keycode,
		 output logic [1:0] state,
         output logic [9:0] fighter_X_Pos, fighter_Y_Pos              
              );
    parameter [9:0] fighter_X_Reset = 10'd41;   
    parameter [9:0] fighter_Y_Reset = 10'd333;   
    parameter [9:0] fighter_X_Left = 10'd0;        
    parameter [9:0] fighter_X_Right = 10'd639;      
    parameter [9:0] fighter_Y_Top = 10'd119;        
    parameter [9:0] fighter_Y_Bottom = 10'd439;      
    parameter [9:0] fighter_X_Step = 10'd5;       
    parameter [9:0] fighter_Y_Step = 10'd4;       
    parameter [9:0] fighter_Height = 10'd105;       
    parameter [9:0] fighter_Width = 10'd72;       
	logic [1:0] next_state;
    logic [9:0] fighter_X_Motion, fighter_Y_Motion;
    logic [9:0] fighter_X_Pos_in, fighter_X_Motion_in, fighter_Y_Pos_in, fighter_Y_Motion_in;
    logic frame_clk_delayed, frame_clk_rising_edge;
    always_ff @ (posedge Clk) begin
        frame_clk_delayed <= frame_clk;
        frame_clk_rising_edge <= (frame_clk == 1'b1) && (frame_clk_delayed == 1'b0);
    end
    always_ff @ (posedge Clk)
    begin
        if (Reset)
        begin
			state <= 2'd0;
            fighter_X_Pos <= fighter_X_Reset;
            fighter_Y_Pos <= fighter_Y_Reset;
            fighter_X_Motion <= 10'd0;
            fighter_Y_Motion <= 10'd0;
        end
        else
        begin
			state <= next_state; 
            fighter_X_Pos <= fighter_X_Pos_in;
            fighter_Y_Pos <= fighter_Y_Pos_in;
            fighter_X_Motion <= fighter_X_Motion_in;
            fighter_Y_Motion <= fighter_Y_Motion_in;
        end
    end
    always_comb
    begin
		next_state = state; 
        fighter_X_Pos_in = fighter_X_Pos;
        fighter_Y_Pos_in = fighter_Y_Pos;
        fighter_X_Motion_in = fighter_X_Motion;
        fighter_Y_Motion_in = fighter_Y_Motion;
        if (frame_clk_rising_edge)
        begin
				unique case(keycode[7:0])
				8'h04:  
				begin
                    if (fighter_Y_Motion == 10'd0)
                    begin
						next_state = 2'd1;
					    fighter_Y_Motion_in = (~ (fighter_Y_Step) + 1'd1);
					end
				end
				8'h16: 
				begin
                    if(fighter_Y_Motion != 10'd0)
                    begin
						next_state = 2'd2;
					    fighter_X_Motion_in = fighter_X_Step;
					    fighter_Y_Motion_in = fighter_Y_Step;
                    end
				end
				default:;
			endcase
            if( (fighter_Y_Pos+fighter_Height >= fighter_Y_Bottom) && (fighter_Y_Motion != 10'd0))   
			begin
                fighter_Y_Motion_in = 1'b0;  
				fighter_X_Motion_in = 1'b0;
			end
            else if ( fighter_Y_Pos<= fighter_Y_Top)   
            begin
				fighter_Y_Motion_in = fighter_Y_Step;
			end
			else if( fighter_X_Pos + fighter_Width >= fighter_X_Right )   
                fighter_X_Motion_in = 1'b0;
			else if (fighter_X_Pos <= fighter_X_Left)
				fighter_X_Motion_in = 1'b0;
            fighter_X_Pos_in = fighter_X_Pos + fighter_X_Motion;
            fighter_Y_Pos_in = fighter_Y_Pos + fighter_Y_Motion;
			if(fighter_Y_Pos+fighter_Height >=fighter_Y_Bottom)
			begin
				fighter_Y_Pos_in = (fighter_Y_Bottom-1'b1)-fighter_Height;
				next_state = 2'd0;
			end
			if(fighter_X_Pos + fighter_Width >= fighter_X_Right)
			begin
				fighter_X_Pos_in = (fighter_X_Right-1'b1)-fighter_Width;
			end
			else if (fighter_X_Pos <= fighter_X_Left)
				fighter_X_Pos_in = fighter_X_Left+1'b1;
        end
    end
endmodule
### flow/run.sh
#!/bin/bash
# OpenROAD 26Q1-2900-gdf79404cd8, Yosys 0.63+post, stock flow scripts
make -C /OpenROAD-flow-scripts/flow DESIGN_CONFIG=/design/flow/config.mk WORK_HOME=/design/flow/orfs finish
==> flow_metrics.py <==
# Physical implementation metrics
metrics = {
    "run_status": {
        "status": "finished, final reports clean",
    },
    "synth": {
        "ys_area_mm2": 0.00208,
        "synth-edff-count": 0,
        "synth_cells": 246,
        "synth_flops": 35,
        "synth_cell_types": 49,
        "yosys.stat.seqShare": 0.337,
        "netlist.area_leader.share": 0.337,
        "topCellsByArea": "dfxtp_1 34%, ha_1 10%, a21oi_1 5.3%",
        "top_cells_by_count": "35 x dfxtp_1, 22 x a21oi_1, 19 x nand2_1",
        "synth.most_common_cell": "dfxtp_1",
        "syn-cell-area_mm2": 0.00208,
        "avgSynthCellArea_um2": 8.46,
        "yosysCellCount": 246,
        "ys_warn_count": 1,
        "ys_async_sr_fraction": 0,
        "largest_area_cell": "dfxtp_1",
        "synthFlopType": "dfxtp_1",
    },
    "placed_design": {
        "io_buffers": 31,
        "dp_slack_ps": 1750,
        "placed_area_mm2": 0.00245,
        "gp_congestion": 0.768,
        "hpwl_um": 3320,
    },
    "min_path": {
        "worstHoldStart": "frame_clk_delayed",
        "hold_path_depth": 1,
        "hold_path.class": "reg -> reg",
    },
    "power_and_ir_drop": {
        "finalPower_w": 0.000633,
        "p_switching_w": 0.000144,
        "clock_power_share": 0.443,
        "peakVddDrop_uv": 109,
        "powerDensity_mw_per_mm2": 246,
        "power.share.switching": 0.228,
        "pwr-share-comb": 0.081,
        "power.internal_w": 0.000489,
        "p_seq_frac": 0.476,
        "power.leakage_nw": 1.01,
    },
    "floorplanning": {
        "row_count": 29,
        "fp-utilization": 0.319,
        "boundaryPins": 77,
        "die_h_um": 85.3,
        "die_width_um": 85.3,
        "chipArea_mm2": 0.00728,
        "core_area_mm2": 0.00653,
    },
    "clock_network": {
        "cts_setup_buffers": 0,
        "tritoncts": "done",
        "hold_buffers": 0,
        "h-tree-depth": 2,
        "cts_resized": 0,
        "cts.sinks": 35,
        "cts_buffer_depth": 2,
        "clk_pin_slew_ps": 70,
        "insertion_delay_ps": 290,
        "clk_root_buffer_cell": "clkbuf_8",
        "numCtsBuffers": 5,
    },
    "setup_path": {
        "crit_type": "in -> reg",
        "startpoint": "Reset",
        "critPathRequiredTime_ps": 5010,
        "start_kind": "input pin",
        "arrival_ps": 2960,
        "reg2reg_depth": 8,
        "end_kind": "flop",
        "critPathMaxFanout": 16,
        "r2r-start": "fighter_X_Pos[0]",
    },
    "timing": {
        "final-setup-viol-count": 0,
        "timing.setup.tns_ps": 0,
        "hold_viol_final": 0,
        "period_used_share": 0.572,
        "min_period_ps": 2750,
        "rsz0062_at_grt": "false",
        "timing.fmax_mhz": 364,
        "skew_ps": 7.78,
        "slew_viol_final": 0,
        "maxSlewHeadroom": 0.508,
        "setup_ws_ps": 2050,
        "tightest_slew_ps": 735,
    },
    "routing": {
        "route.vias.total": 1811,
        "diodes": 0,
        "drc_errors": 0,
        "wire_per_inst_um": 13.2,
        "first_iter_violations": 84,
        "firstDrtPassIters": 4,
        "vias_per_cell": 5.12,
        "totalWireLength_um": 4660,
        "ant_nets": 0,
    },
    "layout": {
        "fin_area_mm2": 0.00257,
        "drive_gt1_frac": 0.0686,
        "area_growth_pct": 23.5,
    },
    "global_routing": {
        "grt_pass1_vias": 1705,
        "grt_max_degree": 20,
        "grt_overflow": 0,
        "grt_usage": 0.138,
        "grt_pass1_wl_um": 8100,
        "antenna_found_initial": 0,
    },
    "flow_run": {
        "maxCapViolCount": 0,
        "warning_count": 69,
    },
}
[through the flow]
step | util | std cells | hold slack, ps
finish | 0.394 | 354 | 383
global placement | 0.376 | 346 | 372
detailed placement | 0.376 | 346 | 374
global route | 0.394 | 354 | 415
floorplan | - | 246 | 367
CTS | 0.394 | 354 | 384
[state kept, by name (all words and copies together) (netlist names)]
| name | flops |
|---|---|
| frame_clk_rising_edge | 1 |
| fighter_X_Pos | 10 |
| fighter_Y_Pos | 9 |
| state | 2 |
| frame_clk_delayed | 1 |
| fighter_X_Motion | 10 |
| fighter_Y_Motion | 2 |
[worst max-delay path, cell delays in order]
cell	delay [ps]
clkdlybuf4s50_1	790
inv_1	390
o21ai_0	180
or4_1	520
o211ai_1	100
[kinds of logic (layout without fill, tap and decap cells)]
| family | Yosys count | count (layout) | share of synthesized area |
|---|---|---|---|
| buffers and inverters | 18 | 49 | 0.0367 |
| xor gates and xnor gates | 13 | 13 | 0.0547 |
| other | 1 | 1 | 0.00180 |
| DFF | 35 | 35 | 0.337 |
| AOI/OAI and AO/OA | 63 | 63 | 0.195 |
| adders and majority gates | 19 | 19 | 0.121 |
| and+or+nand+nor | 94 | 94 | 0.238 |
| muxes | 3 | 3 | 0.0156 |
[placed cells by master (no fill, tap or decap), types with 3 or more instances in the layout]
cell type / netlist / layout
nor3_1: 7 / 7
and3_1: 3 / 3
and2_1: 9 / 9
nor2b_1: 5 / 5
inv_1: 8 / 8
dfxtp_1: 35 / 35
a21oi_1: 22 / 22
ha_1: 17 / 17
nand3_1: 13 / 13
o41ai_1: 4 / 4
a21oi_2: 3 / 3
xor2_1: 5 / 5
xnor2_1: 8 / 8
o21a_1: 4 / 4
nor2_1: 18 / 18
nor3_2: 3 / 3
clkdlybuf4s50_1: 0 / 31
nand2_1: 19 / 19
o211ai_1: 7 / 7
o21ai_0: 10 / 10
nand2b_1: 6 / 6
clkbuf_8: 0 / 6
[path summary, 6_finish.rpt]
check             slack (ps)                    end
setup / recovery        2050       fighter_X_Pos[9]
setup reg to reg        2340       fighter_X_Pos[8]
hold / removal           380  frame_clk_rising_edge
hold reg to reg          380  frame_clk_rising_edge
[final cells by class]
type	count	area, µm²
fill	644	3960
multi-input combinational	193	1310
sequential	35	701
timing repair buffer	32	318
tap	77	96.3
clock buffer	6	82.6
clock inverter	2	35.0
inverter	9	33.8
[power by group through the flow]
stage	registers [W]	logic (W)	clock network, W
after CTS	0.000301	0.0000516	0.000285
final	0.000301	0.0000513	0.000281
after global routing	0.000303	0.0000572	0.000299
[metal layers]
layer  vias up  part of all wire  track usage
met5         -                 0            0
li1        952                 -            -
met3         5             0.037       0.0207
met4         0            0.0077       0.0136
met1       821              0.53        0.222
met2        33              0.42        0.207
No activity file was given, so power comes from the tool's default toggle rates.
