## flow/run.sh

```bash
#!/bin/bash
# OpenROAD 26Q1-2900-gdf79404cd8, Yosys 0.63+post, stock flow scripts
make -C /OpenROAD-flow-scripts/flow DESIGN_CONFIG=/design/flow/config.mk WORK_HOME=/design/flow/orfs finish
```

## flow/config.mk

```make
export PLATFORM = sky130hd
export DESIGN_NAME = player1
export DESIGN_NICKNAME = player1
export VERILOG_FILES = /design/flow/design.v
export SDC_FILE = /design/flow/constraint.sdc
export NUM_CORES = 4
export LEC_CHECK = 1
export CORE_UTILIZATION = 50
```

## flow/constraint.sdc

```tcl
current_design player1

set clk_period 6.1
set clk_io_pct 0.2

create_clock -name clk0 -period $clk_period [get_ports {Clk}]

set non_clock_inputs [all_inputs -no_clocks]
set_input_delay [expr $clk_period * $clk_io_pct] -clock clk0 $non_clock_inputs
set_output_delay [expr $clk_period * $clk_io_pct] -clock clk0 [all_outputs]
```

## flow/design.v

```verilog
module  player1 ( input     Clk,                 
                            Reset,               
                            frame_clk,           
					 input [9:0] player2_X_Pos,  
                     input [9:0] DrawX, DrawY,        
					 input a_on, s_on, Freeze,
					 output logic [2:0] state,
					 output logic [9:0] player1_X_Pos, player1_Y_Pos              
              );
    logic [9:0] fighter_X_Reset = 10'd40;   
    logic [9:0] fighter_Y_Reset = 10'd333;   
    logic [9:0] fighter_X_Left = 10'd10;        
    logic [9:0] fighter_X_Right = 10'd629;      
    logic [9:0] fighter_Y_Top = 10'd100;        
    logic [9:0] fighter_Y_Bottom = 10'd439;      
    logic [9:0] fighter_X_Step;       
    logic [9:0] fighter_Y_Step = 10'd8;       
    logic [9:0] fighter_Height = 10'd105;       
    logic [9:0] fighter_Width = 10'd72;       
	logic [2:0] next_state;
	logic [2:0] jump_states = 3'd0, jump_time = 3'd5;
    logic current_side,change_side, can_act, cant_act =1'b0;
    shortint timer = 0,next_time = 0, wait_timer = 10;
    logic [9:0] fighter_X_Motion, fighter_Y_Motion;
    logic [9:0] fighter_X_Pos_in, fighter_X_Motion_in, fighter_Y_Pos_in, fighter_Y_Motion_in;
    assign current_side = (player2_X_Pos>= player1_X_Pos);
    always_comb 
	begin
		next_time = timer;
		if(frame_clk_rising_edge)
		begin
			if(timer != wait_timer)
				next_time= timer + 16'd1;
			else
				next_time = 16'd0;
		end
	end
    logic frame_clk_delayed, frame_clk_rising_edge;
    always_ff @ (posedge Clk) begin
        frame_clk_delayed <= frame_clk;
        frame_clk_rising_edge <= (frame_clk == 1'b1) && (frame_clk_delayed == 1'b0);
    end
    always_ff @ (posedge Clk)
    begin
        case(next_state)
            3'd0,3'd3:
            begin
                jump_states <= 3'd0;
            end
            3'd1,3'd4:
            begin
                if(jump_states != jump_time)
                    jump_states <= jump_states + 3'd1;
                else
                    jump_states<= jump_states;
            end
            3'd5,3'd6:
            begin
                jump_states <= 3'd0; 
            end
            default:
            begin
                jump_states <= 3'd0;
            end
        endcase
        timer <= next_time;
        if(frame_clk_rising_edge)
		begin
			if((can_act ==1'b0) &&(timer == wait_timer))
				can_act <= 1'b1;
            else
                can_act<=cant_act;
		end
        if (Reset)
        begin
			state <= 3'd0;
			fighter_X_Step <= 10'd10;
            player1_X_Pos <= fighter_X_Reset;
            player1_Y_Pos <= fighter_Y_Reset;
            fighter_X_Motion <= 10'd0;
            fighter_Y_Motion <= 10'd0;
            jump_states <= 3'd0;
        end
        else if(Freeze)
        begin
        end
		else
        begin
            player1_X_Pos <= fighter_X_Pos_in;
            player1_Y_Pos <= fighter_Y_Pos_in;
            fighter_X_Motion <= fighter_X_Motion_in;
            fighter_Y_Motion <= fighter_Y_Motion_in;
            state <= next_state;
            fighter_X_Step= ~(10'd10)+10'd1;
            if(change_side)
                fighter_X_Step<= 10'd10;
        end
        if(fighter_Y_Motion == 1'b0)
            change_side <= current_side;
    end
    always_comb
    begin
        cant_act = can_act;
	    next_state = state;
        fighter_X_Pos_in = player1_X_Pos;
        fighter_Y_Pos_in = player1_Y_Pos;
        fighter_X_Motion_in = fighter_X_Motion;
        fighter_Y_Motion_in = fighter_Y_Motion;
        if (frame_clk_rising_edge)
        begin
				case(state)
					3'd0,3'd3:
					begin
						if(a_on && can_act)  
						begin
							fighter_Y_Motion_in = (~ (fighter_Y_Step) + 1'd1);
                            next_state = 3'd1;
                            cant_act = 1'b0;
						end
						else if(s_on && can_act) 
						begin
							next_state = 3'd1;
                            cant_act = 1'b0;
							fighter_Y_Motion_in = (~ (fighter_Y_Step) + 1'd1);
                            fighter_X_Motion_in = (~ (fighter_X_Step) + 1'd1);
						end
					end
					3'd1,3'd4:
					begin
						if(s_on && can_act) 
						begin
							next_state = 3'd2;
							fighter_X_Motion_in = fighter_X_Step;
							fighter_Y_Motion_in = fighter_Y_Step;
                            cant_act = 1'b0;
						end
                        else if(fighter_X_Motion != 10'd0)
                        begin
                            if(jump_states != jump_time)
                            begin
                                fighter_Y_Motion_in -=  1'd1;
                            end
                           else
                           begin
                               fighter_Y_Motion_in += 1'd1;
                           end
                        end
					end
                    default:;
				endcase
            fighter_X_Pos_in = player1_X_Pos + fighter_X_Motion;
            fighter_Y_Pos_in = player1_Y_Pos + fighter_Y_Motion;
            if( (player1_Y_Pos+fighter_Height > fighter_Y_Bottom) && (fighter_Y_Motion != 10'd0)) 
            begin
                fighter_Y_Motion_in = 1'b0;  
				fighter_X_Motion_in = 1'b0;
                next_state = 3'd0;
                fighter_Y_Pos_in  = fighter_Y_Bottom-fighter_Height;
            end
            else if ( player1_Y_Pos< fighter_Y_Top)  
            begin
				fighter_Y_Motion_in = fighter_Y_Step;
			end
            if((player1_X_Pos + fighter_Width) > fighter_X_Right)
            begin
                next_state = 3'd1;
                fighter_X_Motion_in = 1'b0;
                fighter_X_Pos_in = fighter_X_Right-fighter_Width;
                fighter_Y_Motion_in = fighter_Y_Step;
            end
            else if(player1_X_Pos  < fighter_X_Left)
            begin
                next_state = 3'd1;
                fighter_X_Motion_in = 1'b0;
                fighter_X_Pos_in = fighter_X_Left;
                fighter_Y_Motion_in = fighter_Y_Step;
            end
            case(next_state)
                3'd0,3'd3:
                    next_state =3'd3;
                3'd1,3'd4:
                    next_state =3'd4;
                3'd2,3'd5:
                    next_state =3'd5;
            endcase
            if(change_side)
            begin
                case(next_state)
                3'd0,3'd3:
                    next_state =3'd0;
                3'd1,3'd4:
                    next_state =3'd1;
                3'd2,3'd5:
                    next_state =3'd2;
            endcase
            end
        end
    end
endmodule
```

==> run summary <==
Status = completed
Top cell area share = 0.195
Vias in the first global route = 3302
DR vias/cell = 5.71
Synth cell count leaders = 47 x a21oi_1, 43 x dfxtp_1, 40 x ha_1
Antenna cell count = 0
Final Non-Filler Cells = 652
CP Capture Type = flop
Clock Pin Slew Worst Setup and Hold Paths = 0.08 ns
Main area contributors = dfxtp_1 20%, edfxtp_1 12%, ha_1 11%, xnor2_1 6.0%, a21oi_1 5.3%
Main flop type = dfxtp_1
# Post-CTS Setup Buffers = 0
Crit-path max cell delay = 0.63 ns
GRT Residual Overflow = 0
GRT Total Usage = 0.236
Ys async rst share = 0
Period Utilization, post-route = 0.548
Critical path's slowest cell = a2111oi_0
Most frequent cell after synthesis = a21oi_1
CTS tree = yes
Cells after synthesis = 504
Post-synth EDFFs = 18
Measured slew at the worst slew-check pin = 0.649 ns
Fmax = 299 MHz
Die H = 95.9 µm
Utilization after layout = 0.604
Dpl cell area = 4880 µm²
Die Width = 95.9 µm
Critical Path Fanout Max = 16
Yosys cell types = 70
DP HPWL = 7040 µm
CTS Sinks = 61
DRT iter0 DRCs = 171
Startpoint Class = input port
Final setup vio count = 0
PnR Total Power = 0.941 mW
Root buf cell = clkbuf_8
Initial core utilization = 0.526
Synth flops = 61
Routed wire per std cell = 15.2 µm
Antenna Nets Post-Route = 0
Num CTS Buffers = 9
Port-buffer cells = 38
Core Box Area = 8380 µm²
PD cells = 186 nW/µm²
Post-route cell area = 5060 µm²
DRT Pass-1 Iters = 4
Vias = 3726
Final Critical Period = 3.35 ns
Relative max-transition margin = 0.556
Mapped Area = 4410 µm²
Ratio of cells with drive above 1 in the final layout = 0.0640
Global-route wire length before repair = 16400 µm
Largest net degree at the start of global routing = 42
Worst vdd rail ir drop = 122 µV
Worst-path cell chain = clkdlybuf4s50_1 > a2111oi_0 > o21ai_0 > a21oi_1 > o32a_1 > inv_1 > o21ai_4 > mux2i_1 > nor2_1
CTS H-tree lvls = 3
DRC viols = 0
Area grow syn2layout = 14.7%
Crit path required time = 6.32 ns
Worst EP arrival = 3.57 ns
Tool warnings = 48
Max cap viols = 0
Worst Hold Class = flop to flop
Leak = 1.96 nW
Antenna violations before repair = 0
Crit-path leading delay family = AND-OR/OR-AND gates
Post-synthesis sequential area ratio = 0.318
DP Cell Count = 636
Post-cts hold buffer count = 0
PostCTS Resize Cnt = 0
Die area = 9210 µm²
I/O pin count = 59
DRT Wirelength = 9910 µm
CP Class = input port to flop
Endpoints failing hold = 0
Final Max Tran Viols = 0
# Cells Yosys = 504
Yosys stat chip area = 4410 µm²
Yosys warning tally = 1
Max clock buf depth = 2
Synth area leader = dfxtp_1
Critical path buffers and inverters = 2
Gpl congestion = 0.852
Avg Inst Size Synth = 8.76 µm²
Setup TNS = 0 ns
Setup Skew = 0.00805 ns
Clk latency of the worst-skew pair = 0.34 ns
Row count = 33
RSZ-0062 raised after global routing = false
## layer usage
layer / vias up / global-route usage / wire [µm]
met2: 69 / 0.337 / 4120
met4: 0 / 0.0299 / 40
met3: 2 / 0.0305 / 421
li1: 1938 / - / -
met1: 1717 / 0.401 / 5330
met5: - / 0 / 0
## state kept, by name, summed over array words and instances (netlist names)
| signal | count |
|---|---|
| frame_clk_delayed | 1 |
| timer | 16 |
| fighter_X_Motion | 3 |
| player1_Y_Pos | 10 |
| state | 3 |
| can_act | 1 |
| change_side | 1 |
| fighter_Y_Motion | 10 |
| jump_states | 3 |
| player1_X_Pos | 10 |
| fighter_X_Step | 2 |
| frame_clk_rising_edge | 1 |
## area by class of cell
type,instances,area (µm²)
clock inverters,7,58.8
repair buffers,42,410
well taps,105,131
flip-flops and latches,61,1400
clock buffers,9,124
multi-input cells,398,2820
inverters,30,113
fillers,723,3320
## power by group
| part | switching (mW) | leakage [nW] | internal (mW) | total [mW] |
|---|---|---|---|---|
| clock network | 0.181 | 0.0868 | 0.153 | 0.334 |
| logic | 0.0796 | 1.36 | 0.0743 | 0.154 |
| registers | 0.0207 | 0.518 | 0.433 | 0.453 |
## cells by family (layout without fill, tap and decap cells)
logic type	Yosys count	count (layout)	share of synthesized area
adder cells (fa/ha/maj)	43	43	0.127
buffers and inverters	45	88	0.0428
XOR/XNOR	42	42	0.0834
flip-flops	61	61	0.318
multiplexers	3	3	0.00709
AND-OR/OR-AND	141	141	0.213
AND/OR/NAND/NOR	169	169	0.209
## layout by cell type, fill, tap and decap left out, drive strengths merged, types with 3 or more instances in the layout
cell            n
a21oi          47
fa              3
o31ai           5
nor4            7
or4             3
dfxtp          43
nor2b           9
nor2           38
nand4           3
o21ai          25
nand2          34
edfxtp         18
a211oi          5
inv            33
and4            4
nor4b           4
o21a            6
clkdlybuf4s50  38
a211o           3
xnor2          30
and3            7
xor2           12
o41ai           3
a21o           13
buf             4
nor3           13
or2             5
nand3b         10
nand2b          4
a31oi           3
o211ai          4
a22oi           3
or3             3
clkbuf          9
ha             40
nand3          20
o21bai          5
## worst paths after layout
check	to	depth (start not counted)	slack [ns]	start
worst max-delay path	fighter_Y_Motion[3]	9	2.75	s_on
worst min-delay path	frame_clk_rising_edge	1	0.38	frame_clk_delayed
worst max register to register	jump_states[1]	9	3.11	player1_X_Pos[4]
worst min register to register	frame_clk_rising_edge	1	0.38	frame_clk_delayed
## through the flow
| step | setup slack (ns) | hold WS, ns |
|---|---|---|
| final | 2.75 | 0.385 |
| after global routing | 2.58 | 0.395 |
| after global placement | 2.40 | 0.372 |
| after floorplan | 3.10 | 0.367 |
| after CTS | 2.79 | 0.389 |
| after detailed placement | 2.42 | 0.377 |
Power figures rest on the tool's default switching activity, not on a simulated workload.
