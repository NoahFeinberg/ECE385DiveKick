$ cat ./config.mk
export PLATFORM = sky130hd
export DESIGN_NAME = player2
export DESIGN_NICKNAME = player2
export VERILOG_FILES = /design/flow/design.v
export SDC_FILE = /design/flow/constraint.sdc
export NUM_CORES = 4
export LEC_CHECK = 1
export CORE_UTILIZATION = 50
$ cat ./constraint.sdc
current_design player2

set clk_period 4.7
set clk_io_pct 0.2

create_clock -name clk0 -period $clk_period [get_ports {Clk}]

set non_clock_inputs [all_inputs -no_clocks]
set_input_delay [expr $clk_period * $clk_io_pct] -clock clk0 $non_clock_inputs
set_output_delay [expr $clk_period * $clk_io_pct] -clock clk0 [all_outputs]
$ cat ./design.v
module  player2 ( input     Clk,                 
                            Reset,               
                            frame_clk,           
					 input [9:0] player1_X_Pos,  
                     input [9:0] DrawX, DrawY,        
					 input k_on, l_on, Freeze,
					 output logic [2:0] state,
					 output logic [9:0] player2_X_Pos, player2_Y_Pos              
              );
    logic [9:0] fighter_X_Reset = 10'd540;   
    logic [9:0] fighter_Y_Reset = 10'd333;   
    logic [9:0] fighter_X_Left = 10'd10;        
    logic [9:0] fighter_X_Right = 10'd629;      
    logic [9:0] fighter_Y_Top = 10'd100;        
    logic [9:0] fighter_Y_Bottom = 10'd439;      
    logic [9:0] fighter_X_Step;       
    logic [9:0] fighter_Y_Step = 10'd8;       
    logic [9:0] fighter_Height = 10'd105;       
    logic [9:0] fighter_Width = 10'd72;       
    logic current_side,change_side, can_act, cant_act =1'b0;
	logic [2:0] next_state;
    shortint timer = 0,next_time = 0, wait_timer = 10;
	shortint jump_states = 0, jump_time = 5;
    logic [9:0] fighter_X_Motion, fighter_Y_Motion;
    logic [9:0] fighter_X_Pos_in, fighter_X_Motion_in, fighter_Y_Pos_in, fighter_Y_Motion_in;
    assign current_side = (player2_X_Pos> player1_X_Pos);
    logic frame_clk_delayed, frame_clk_rising_edge;
    always_ff @ (posedge Clk) begin
        frame_clk_delayed <= frame_clk;
        frame_clk_rising_edge <= (frame_clk == 1'b1) && (frame_clk_delayed == 1'b0);
    end
    always_comb 
	begin
		next_time = timer;
		if(frame_clk_rising_edge)
		begin
			if(timer != wait_timer)
				next_time= timer + 16'd1;
			else
				next_time = 16'd0;
		end
	end
    always_ff @ (posedge Clk)
    begin
        case(next_state)
            3'd0,3'd3:
            begin
                jump_states <= 0;
            end
            3'd1,3'd4:
            begin
                if(jump_states != jump_time)
                    jump_states <= jump_states + 16'd1;
                else
                    jump_states<= jump_states;
            end
            3'd5,3'd6:
            begin
                jump_states <= 0; 
            end
            default:
            begin
                jump_states <= 0;
            end
        endcase
        timer <= next_time;
        if(frame_clk_rising_edge)
		begin
			if((can_act ==1'b0) &&(timer == wait_timer))
				can_act <= 1'b1;
            else
                can_act<=cant_act;
		end
        if (Reset)
        begin
			state <= 3'd0;
            can_act <= 1'b1;
			fighter_X_Step <= 10'd10;
            player2_X_Pos <= fighter_X_Reset;
            player2_Y_Pos <= fighter_Y_Reset;
            fighter_X_Motion <= 10'd0;
            fighter_Y_Motion <= 10'd0;
            jump_states <= 0;
        end
        else if(Freeze)
        begin
        end
		else
        begin
            player2_X_Pos <= fighter_X_Pos_in;
            player2_Y_Pos <= fighter_Y_Pos_in;
            fighter_X_Motion <= fighter_X_Motion_in;
            fighter_Y_Motion <= fighter_Y_Motion_in;
            state <= next_state;
            fighter_X_Step<= 10'd10;
            if(change_side)
                fighter_X_Step<= ~(10'd10)+10'd1;
        end
        if(fighter_Y_Motion == 1'b0)
            change_side <= current_side;
    end
    always_comb
    begin
	    next_state = state;
        fighter_X_Pos_in = player2_X_Pos;
        fighter_Y_Pos_in = player2_Y_Pos;
        fighter_X_Motion_in = fighter_X_Motion;
        fighter_Y_Motion_in = fighter_Y_Motion;
        cant_act = can_act;
        if (frame_clk_rising_edge)
        begin
                begin
				case(state)
					3'd0,3'd3:
					begin
						if(k_on && can_act)  
						begin
							fighter_Y_Motion_in = (~ (fighter_Y_Step) + 1'd1);
                            next_state = 3'd1;
                            cant_act<= 1'b0;
						end
						else if(l_on && can_act) 
						begin
							next_state = 3'd1;
							fighter_Y_Motion_in = (~ (fighter_Y_Step) + 1'd1);
                            fighter_X_Motion_in = (~ (fighter_X_Step) + 1'd1);
                            cant_act<= 1'b0;
						end
					end
					3'd1,3'd4:
					begin
						if(l_on && can_act) 
						begin
							next_state = 3'd2;
							fighter_X_Motion_in = fighter_X_Step;
							fighter_Y_Motion_in = fighter_Y_Step;
                            cant_act<= 1'b0;
						end
                        else if(fighter_X_Motion != 10'd0)
                        begin
                            if(jump_states != jump_time)
                            begin
                                fighter_Y_Motion_in -=  1'd1;
                            end
                           else
                           begin
                               fighter_Y_Motion_in += 1'd1;
                           end
                        end
					end
                    default:;
				endcase
                end
            fighter_X_Pos_in = player2_X_Pos + fighter_X_Motion;
            fighter_Y_Pos_in = player2_Y_Pos + fighter_Y_Motion;
            if( (player2_Y_Pos+fighter_Height > fighter_Y_Bottom) && (fighter_Y_Motion != 10'd0)) 
            begin
                fighter_Y_Motion_in = 1'b0;  
				fighter_X_Motion_in = 1'b0;
                next_state = 3'd0;
                fighter_Y_Pos_in  = fighter_Y_Bottom-fighter_Height;
            end
            else if ( player2_Y_Pos< fighter_Y_Top)  
            begin
				fighter_Y_Motion_in = fighter_Y_Step;
			end
            if((player2_X_Pos + fighter_Width) > fighter_X_Right)
            begin
                fighter_X_Motion_in = 1'b0;
                fighter_X_Pos_in = fighter_X_Right-fighter_Width;
                fighter_Y_Motion_in = fighter_Y_Step;
                next_state = 3'd1;
            end
            else if(player2_X_Pos  < fighter_X_Left)
            begin
                fighter_X_Motion_in = 1'b0;
                fighter_X_Pos_in = fighter_X_Left;
                fighter_Y_Motion_in = fighter_Y_Step;
                next_state = 3'd1;
            end
            case(next_state)
                3'd0,3'd3:
                    next_state =3'd3;
                3'd1,3'd4:
                    next_state =3'd4;
                3'd2,3'd5:
                    next_state =3'd5;
            endcase
            if(change_side)
            begin
                case(next_state)
                3'd0,3'd3:
                    next_state =3'd0;
                3'd1,3'd4:
                    next_state =3'd1;
                3'd2,3'd5:
                    next_state =3'd2;
            endcase
            end
        end
    end
endmodule
$ cat ./run.sh
#!/bin/bash
# OpenROAD 26Q1-2900-gdf79404cd8, Yosys 0.63+post, stock flow scripts
make -C /OpenROAD-flow-scripts/flow DESIGN_CONFIG=/design/flow/config.mk WORK_HOME=/design/flow/orfs finish
==> out/qor.yml <==
run_status: "complete, no violations"
cts_setup_buffers: 0
largest_area_cell: "sky130_fd_sc_hd__dfxtp_1"
globalplace.congestion: 0.866
timing.reg2reg.worst_path_depth: 9
drcViolationCount: 0
tritoncts: "done"
post_synth_inst_count: 611
hpwl_um: 8250
synth.comb.largest_family: "simple AND/OR/NAND/NOR gates"
vias_per_cell: 5.69
timing_hold_violations_final: 0
area_fraction_in_full_adders_half_adders_and_majority_gates_pct: 10.9
critical_path.max_fanout: 16
die-height_um: 104
grt_setup_unrepaired: "no"
whs_endpoint: "frame_clk_rising_edge"
gr-total-overflow: 0
hold-path-cell-count: 1
ys_dominant_reg_cell: "sky130_fd_sc_hd__dfxtp_1"
number_of_warning_messages_in_the_logs: 48
leakagePower_nw: 2.26
final_period_minus_worst_setup_slack_ps: 3770
drv_cap: 0
endpoint_required_time_on_the_critical_path_ps: 4910
cts_root_buffer: "sky130_fd_sc_hd__clkbuf_8"
maxSlewHeadroom_pct: 43.2
timing.fmax_mhz: 265
yosys-mux-area-fraction_pct: 0.582
routed_wire_length_per_instance_um: 14.4
r2r-start: "player2_X_Pos[3]"
crit_path_max_incr_delay_ps: 700
detailed_route_via_count: 4465
final_design_instance_area_without_fill_um2: 5890
vdd_drop_max_v: 0.000172
synth_chip_area_um2: 5160
edff_count_synth: 17
crit_path_cell_trace: "clkdlybuf4s50_1, and2_1, o21ai_0, a221oi_1, o21ai_0, o32a_2, and4_1, nor3_4, nor2_1"
cts_made_buffers: 9
firstDrtPassIters: 4
clock.latency.late_pin_ps: 350
worst_hold_slack_ps: 386
synth_cell_type_count: 73
hold_path_class: "register to register"
cts.sink_count: 74
cts-hold-fix-buffers: 0
slew_violations: 0
synth_area_um2: 5160
slack_of_the_worst_reg_to_reg_path_ps: 1180
setup_tns_ps: 0
placeableCoreArea_um2: 9910
drive_above_1_share_pct: 7.67
fp-row-count: 36
htree_num_levels: 3
critical_path.slowest_cell: "sky130_fd_sc_hd__nor3_4"
simple_gate_share_pct: 22.4
xor_area_share_pct: 8.32
crit_type: "primary input to register"
crit_path_frequent_cell: "sky130_fd_sc_hd__o21ai_0"
postLayoutCoreUtil_pct: 59.4
worst_hold_start: "frame_clk_delayed"
timing.rr.end: "jump_states[5]"
worst_setup_path_start_kind: "primary input"
clock-skew-final_ps: 6.76
number_of_antenna_violations_at_the_first_check_in_global_routing: 0
pwr_density_cell_nw_per_um2: 268
drt-initial-drc-count: 140
synth-async-reset-ratio_pct: 0
placed_cell_area_um2: 5670
measured_slew_at_the_worst_slew_check_pin_ps: 849
chip_area_um2: 10700
grt_first_pass_wirelength_um: 19000
area_growth_pct: 14.1
ant_nets: 0
yosysCellCount: 611
first_global_vias: 3999
synth_largest_type_area_fraction_pct: 22.1
track_usage_pct: 22.0
synthesis.yosys.warnings: 1
critPathArrivalTime_ps: 3980
detail_route.antenna_diodes: 0
power.total_mw: 1.58
fp.dieW_um: 104
timing.final.setup_violations: 0
largest_net_degree_at_the_start_of_global_routing: 26
totalWireLength_um: 11300
end_kind: "register"
final.period_utilization_pct: 80.2
post_synth_ao_oa_area_fraction_pct: 21.7
netlist_top_cells_area: "sky130_fd_sc_hd__dfxtp_1, sky130_fd_sc_hd__edfxtp_1, sky130_fd_sc_hd__ha_1"
portBuffers: 38
core_util_floorplan_pct: 52.1
fillers: 858
max-clock-path-buffers: 2
ioPinCount: 59
path_clk_slew_ps: 90
yosys_register_bits: 74
syn-mean-instance-area_um2: 8.45
yosysSeqAreaShare_pct: 32.0
post_cts_resized: 0
[per-stage QoR]
stage,setup slack [ps],std cells
global placement,583,769
floorplan,1630,611
detailed placement,557,769
CTS,922,785
global route,687,785
finish,933,785
[worst max-delay path, delay by kind of cell]
family          cells  cell delay (ps)
simple gates        4             1460
buf+inv             1              590
compound gates      4              970
[Yosys cell counts (all sizes together), types with 3 or more instances]
library cell,number
or2,3
a211oi,8
nand2,53
a21boi,3
o21ai,31
a32oi,3
nor2,66
a21o,12
ha,40
or3,4
o211ai,6
nand3,24
a22oi,4
clkbuf,16
dfxtp,57
edfxtp,17
o31ai,4
xnor2,30
and3,8
a31oi,6
fa,3
and4,4
nand4,14
mux2i,3
o21a,5
o21bai,3
a21oi,50
buf,3
nor4,10
inv,34
nor3,20
xor2,19
nor2b,10
[metal layers]
layer  vias up  GRT usage (%)  wire [µm]
met3         7           3.46        423
met4         0           1.97         93
met2        67           33.1       4950
met1      2081           35.7       5820
met5         -              0          0
li1       2310              -          -
[cells in the final DEF (no fill, tap or decap), drive strengths merged, types with 10 or more instances in the layout]
| master | synthesis | routed |
|---|---|---|
| a21o | 12 | 12 |
| a21oi | 50 | 50 |
| clkdlybuf4s50 | 0 | 38 |
| dfxtp | 57 | 57 |
| edfxtp | 17 | 17 |
| ha | 40 | 40 |
| inv | 34 | 36 |
| nand2 | 53 | 53 |
| nand3 | 24 | 24 |
| nand4 | 14 | 14 |
| nor2 | 66 | 66 |
| nor2b | 10 | 10 |
| nor3 | 20 | 20 |
| nor4 | 10 | 10 |
| o21ai | 31 | 31 |
| xnor2 | 30 | 30 |
| xor2 | 19 | 19 |
[logic make-up after synthesis]
logic type / count (synthesis)
DFF: 74
xor gates and xnor gates: 49
and+or+nand+nor: 227
buffers and inverters: 53
adders and majority gates: 43
muxes: 3
AOI/OAI and AO/OA: 162
[cell type report]
class	count	area, µm²	share of cell area, %
flip-flops and latches	74	1650	28.0
well taps	133	166	2.82
repair buffers	44	425	7.22
clock buffers	9	124	2.10
inverters	34	128	2.17
multi-input cells	484	3300	55.9
clock inverters	7	100	1.70
[state kept, by name (all words and copies together) (netlist names)]
| signal | cells |
|---|---|
| jump_states | 16 |
| timer | 16 |
| fighter_Y_Motion | 10 |
| player2_X_Pos | 10 |
| player2_Y_Pos | 10 |
| fighter_X_Motion | 3 |
| state | 3 |
| fighter_X_Step | 2 |
| can_act | 1 |
| change_side | 1 |
| frame_clk_delayed | 1 |
| frame_clk_rising_edge | 1 |
[where the power goes]
group	total, mW	internal [mW]	leakage [nW]	switching (mW)
registers	0.714	0.676	0.623	0.0378
clock network	0.567	0.304	0.114	0.264
logic	0.298	0.135	1.52	0.163
total	1.58	1.11	2.26	0.464
[worst max-delay path by stage]
stage,slack (ps),endpoint,startpoint,cells past startpoint
6_report,930,jump_states[5],l_on,9
5_1_grt,690,jump_states[0],l_on,9
4_1_cts,920,jump_states[5],l_on,9
Power and IR drop assume default switching activity.
