**run.sh**
```bash
#!/bin/bash
# OpenROAD 26Q1-2900-gdf79404cd8, Yosys 0.63+post, stock flow scripts
make -C /OpenROAD-flow-scripts/flow DESIGN_CONFIG=/design/flow/config.mk WORK_HOME=/design/flow/orfs finish
```
**config.mk**
```make
export PLATFORM = sky130hd
export DESIGN_NAME = hpi_io_intf
export DESIGN_NICKNAME = hpi_io_intf
export VERILOG_FILES = /design/flow/design.v
export SDC_FILE = /design/flow/constraint.sdc
export NUM_CORES = 4
export LEC_CHECK = 1
export CORE_AREA = 10 10 110 110
export DIE_AREA = 0 0 120 120
```
**constraint.sdc**
```tcl
current_design hpi_io_intf

set clk_period 1.0
set clk_io_pct 0.2

create_clock -name clk0 -period $clk_period [get_ports {Clk}]

set non_clock_inputs [all_inputs -no_clocks]
set_input_delay [expr $clk_period * $clk_io_pct] -clock clk0 $non_clock_inputs
set_output_delay [expr $clk_period * $clk_io_pct] -clock clk0 [all_outputs]
```
**design.v**
```verilog
module hpi_io_intf( input        Clk, Reset,
                    input [1:0]  from_sw_address,
                    output[15:0] from_sw_data_in,
                    input [15:0] from_sw_data_out,
                    input        from_sw_r, from_sw_w, from_sw_cs, from_sw_reset,  
                    inout [15:0] OTG_DATA,
                    output[1:0]  OTG_ADDR,
                    output       OTG_RD_N, OTG_WR_N, OTG_CS_N, OTG_RST_N  
                   );
logic [15:0] from_sw_data_out_buffer;
always_ff @ (posedge Clk)
begin
    if(Reset)
    begin
        from_sw_data_out_buffer <=	16'b0	;
        OTG_ADDR                <=	2'b0	;
        OTG_RD_N                <=	1'b1	;
        OTG_WR_N                <=	1'b1	;
        OTG_CS_N                <=	1'b1	;
        OTG_RST_N               <= 	Reset	;
        from_sw_data_in         <=	16'b0	;
    end
    else 
    begin
        from_sw_data_out_buffer <=	from_sw_data_out;
        OTG_ADDR                <= 	from_sw_address	;
        OTG_RD_N                <=	from_sw_r		;
        OTG_WR_N                <=	from_sw_w		;
        OTG_CS_N                <=	from_sw_cs		;
        OTG_RST_N               <=	~Reset			;
        from_sw_data_in         <= 	OTG_DATA		;
    end
end
assign OTG_DATA = ~from_sw_w ? from_sw_data_out_buffer : {16{1'bz}};
endmodule 
```
==> deck_impl_summary.md <==
Run Summary

Floorplanning
  • Die Wd: 120 um
  • Initial core utilization: about a tenth
  • Rows: 36
  • Die span in y: 120 um
  • Io pins: 62

Synth
  • Synthesized instance count: roughly 79
  • Synth unique cells: 7
  • Syn avg cell area: roughly 13 um^2
  • Post-synthesis register bit count: 38
  • Synthesis area per yosys: 1020 um^2
  • Seq share, synth: roughly 74%
  • Post-Syn Area: 1020 um^2
  • Yosys Instances: 79
  • Syn. warnings: 14

CTS
  • CTS Sinks: 38
  • CTS resizes: 54
  • CTS Root Cell: clkbuf_8
  • Number of CTS-inserted buffers: 5
  • Post-CTS Repair Setup Buffers: 0
  • H-tree level count: 2
  • Hold-fix buffers, CTS: 0
  • Clock Tree Buf Depth: 2

Placed design
  • PortBufs: around 44
  • Cells after DPL: 257
  • Hpwl dp: 2.27 mm
  • Placer Congestion: 0.711
  • Dpl ws: -0.202 ns

Outcome
  • Error msg: [error] [KeplerFormal.cpp:679] Workflow failed: Iso has multiple drivers: .OTG_DATA0, OTG_DATA[0]$_SDFF_PP0_.Q0
  • Failed at: clock tree synthesis
  • Outcome: did not finish
synth_stat cells, drive strengths merged:
library cell	count	share of area, %
and2b	2	1.5
dfxtp	38	74
conb	1	0.37
buf	3	2.6
nor2b	32	20
or2	3	1.8
cells by family after synthesis:
kind of cell | count (synthesis) | share of synthesized area, %
other | 1 | 0.366
DFF | 38 | 74.2
and+or+nand+nor | 37 | 22.8
buffers and inverters | 3 | 2.56
per-stage QoR:
stage | cell area (um^2) | power [mW]
after floorplan | 1020 | 1.70
after global placement | 1660 | 1.92
after detailed placement | 1660 | 1.93
No activity file was given, so power comes from the tool's default toggle rates.
